## config.mk

```make
export PLATFORM = sky130hd
export DESIGN_NAME = ALU_DESIGN
export DESIGN_NICKNAME = ALU_DESIGN
export VERILOG_FILES = /design/flow/design.v
export SDC_FILE = /design/flow/constraint.sdc
export NUM_CORES = 4
export LEC_CHECK = 1
export CORE_UTILIZATION = 30
```

## constraint.sdc

```tcl
current_design ALU_DESIGN

set clk_period 7.2
set clk_io_pct 0.2

create_clock -name clk0 -period $clk_period [get_ports {CLK}]

set non_clock_inputs [all_inputs -no_clocks]
set_input_delay [expr $clk_period * $clk_io_pct] -clock clk0 $non_clock_inputs
set_output_delay [expr $clk_period * $clk_io_pct] -clock clk0 [all_outputs]
```

## design.v

```verilog
module ALU_DESIGN #(parameter DW = 8, CW = 4)(INP_VALID,OPA,OPB,CIN,CLK,RST,CMD,CE,MODE,COUT,OFLOW,RES,G,E,L,ERR);
  input [DW-1:0] OPA,OPB;
  input CLK,RST,CE,MODE,CIN;
  input [CW-1:0] CMD;
  input [1:0] INP_VALID;
  output reg [DW:0] RES = 9'bz;
  output reg COUT = 1'bz;
  output reg OFLOW = 1'bz;
  output reg G = 1'bz;
  output reg E = 1'bz;
  output reg L = 1'bz;
  output reg ERR = 1'bz;
  reg [DW-1:0] OPA_1, OPB_1;
  reg [DW-1:0] oprd1, oprd2;
  reg [3:0] CMD_tmp;
  reg [DW-1:0] AU_out_tmp1,AU_out_tmp2 ;
  reg [4:0] wait_counter;
  reg oprd1_valid, oprd2_valid;
  always @ (posedge CLK) begin
      if(RST) begin
        oprd1<=0;
        oprd2<=0;
        CMD_tmp<=0;
        wait_counter<=0;
        oprd1_valid<=0;
        oprd2_valid<=0;
      end
      else if (INP_VALID==2'b01)  begin    
        oprd1<=OPA;
        CMD_tmp<=CMD;
        oprd1_valid<=1;
        wait_counter<=0;
        if(oprd2_valid && wait_counter >= 16) begin
          ERR <= 1'b1;
        end
      end
      else if (INP_VALID==2'b10)  begin    
        oprd2<=OPB;
        CMD_tmp<=CMD;
        oprd2_valid<=1;
        wait_counter<=0;
        if(oprd1_valid && wait_counter >= 16) begin
          ERR <= 1'b1;
        end
      end
      else if (INP_VALID==2'b11)  begin    
        oprd1<=OPA;
        oprd2<=OPB;
        CMD_tmp<=CMD;
        oprd1_valid<=1;
        oprd2_valid<=1;
        wait_counter<=0;
      end
      else begin    
        if((oprd1_valid && !oprd2_valid) || (!oprd1_valid && oprd2_valid)) begin
          if(wait_counter < 16) begin
            wait_counter <= wait_counter + 1;
          end else begin
            wait_counter <= 16;
          end
        end
      end
    end
    always@(posedge CLK)
      begin
       if(CE)                   
        begin
         if(RST)                
          begin
            RES=9'bzzzzzzzzz;
            COUT=1'bz;
            OFLOW=1'bz;
            G=1'bz;
            E=1'bz;
            L=1'bz;
            ERR=1'bz;
            AU_out_tmp1=0;
            AU_out_tmp2=0;
          end
         else if(MODE && oprd1_valid && oprd2_valid)          
         begin
           RES=9'bzzzzzzzzz;
           COUT=1'bz;
           OFLOW=1'bz;
           G=1'bz;
           E=1'bz;
           L=1'bz;
           ERR=1'bz;
          case(CMD_tmp)             
    4'b0000:                   begin             
              RES=oprd1+oprd2;
              COUT=RES[8]?1:0;
            end
      4'b0001 :                begin
             OFLOW=(oprd1<oprd2)?1:0;
             RES=oprd1-oprd2;
            end
           4'h2:            
            begin
             RES=oprd1+oprd2+CIN;
             COUT=RES[8]?1:0;
            end
           4'b0011:             
           begin
            OFLOW=(oprd1<oprd2)?1:0;
            RES=oprd1-oprd2-CIN;
           end
           4'b0100:RES=oprd1;    
           4'b0101:RES=oprd1-1;    
           4'b0110:RES=oprd2-1;    
           4'b0111:RES=oprd2+1;    
           4'b1000:              
           begin
            RES=9'bzzzzzzzzz;
            if(oprd1==oprd2)
             begin
               E=1'b1;
               G=1'bz;
               L=1'bz;
             end
            else if(oprd1>oprd2)
             begin
               E=1'bz;
               G=1'b1;
               L=1'bz;
             end
            else 
             begin
               E=1'bz;
               G=1'bz;
               L=1'b1;
             end
           end
	   4'b1001: begin   
                    AU_out_tmp1 <= oprd1 + 1;
                    AU_out_tmp2 <= oprd2 + 1;
                    RES <=AU_out_tmp1 * AU_out_tmp2;
                  end
           4'b1010: begin   
                    AU_out_tmp1 <= oprd1 << 1;
                    AU_out_tmp2 <= oprd2;
                    RES <=AU_out_tmp1 - AU_out_tmp2; 
                  end
           default:   
            begin
            RES=9'bzzzzzzzzz;
            COUT=1'bz;
            OFLOW=1'bz;
            G=1'bz;
            E=1'bz;
            L=1'bz;
            ERR=1'bz;
           end
          endcase
         end
        else if(!MODE && oprd1_valid && oprd2_valid)          
        begin 
           RES=9'bzzzzzzzzz;
           COUT=1'bz;
           OFLOW=1'bz;
           G=1'bz;
           E=1'bz;
           L=1'bz;
           ERR=1'bz;
           case(CMD_tmp)    
             4'b0000:RES={1'b0,oprd1&oprd2};     
             4'b0001:RES={1'b0,~(oprd1&oprd2)};  
             4'b0010:RES={1'b0,oprd1&&oprd2};     
             4'b0011:RES={1'b0,~(oprd1|oprd2)};  
             4'b0100:RES={1'b0,oprd1^oprd2};     
             4'b0101:RES={1'b0,~(oprd1^oprd2)};  
             4'b0110:RES={1'b0,~oprd1};        
             4'b0111:RES={1'b0,~oprd2};        
             4'b1000:RES={1'b0,oprd1};      
             4'b1001:RES={1'b0,oprd1<<1};      
             4'b1010:RES={1'b0,oprd2<<1};      
             4'b1011:RES={1'b0,oprd2<<1};     
             4'b1100:                        
             begin
               if(oprd2[0])
                 OPA_1 = {oprd1[6:0], oprd1[7]};
               else
                 OPA_1 = oprd1;
               if(oprd2[1])
                 OPB_1 =  {OPA_1[5:0], OPA_1[7:6]}; 
               else
                 OPB_1= OPA_1;
               if(oprd2[2])
                 RES =  {OPB_1[3:0], OPB_1[7:4]} ;
               else
                 RES = OPB_1;
               if(oprd2[4] | oprd2[5] | oprd2[6] | oprd2[7])
                 ERR=1'b1;
             end
             4'b1101:                        
             begin
               if(oprd2[0])
                 OPA_1 = {oprd1[0], oprd1[7:1]};
               else
                 OPA_1 = oprd1;
               if(oprd2[1])
                 OPB_1 =  {OPA_1[1:0], OPA_1[7:2]}; 
               else
                 OPB_1= OPA_1;
               if(oprd2[2])
                 RES =  {OPB_1[3:0], OPB_1[7:4]} ;
               else
                 RES = OPB_1;
               if(oprd2[4] | oprd2[5] | oprd2[6] | oprd2[7])
                 ERR=1'b0;
             end
             default:   
               begin
               RES=9'bzzzzzzzzz;
               COUT=1'bz;
               OFLOW=1'bz;
               G=1'bz;
               E=1'bz;
               L=1'bz;
               ERR=1'bz;
               end
          endcase
     end
    end
   end
endmodule
```

## run.sh

```bash
#!/bin/bash
# OpenROAD 26Q1-2900-gdf79404cd8, Yosys 0.63+post, stock flow scripts
make -C /OpenROAD-flow-scripts/flow DESIGN_CONFIG=/design/flow/config.mk WORK_HOME=/design/flow/orfs finish
```

==> flow_summary.json <==
{
  "synthTopCellsByArea": "edfxtp_1 11%, ha_1 11%, dfxtp_1 6.0%",
  "clock.latency.late_pin_ps": 310,
  "drt_iter0_markers": 715,
  "lay_top_cells": "98 x nor2_1, 77 x nand2_1, 69 x inv_1",
  "power_density_nw_per_um2": 146,
  "numCtsBuffers": 5,
  "chipArea_um2": 24900,
  "worstSetupStartpointType": "register",
  "drtAntennaViolNets": 0,
  "post_cts_buffers": 0,
  "period_needed_ps": 4590,
  "syn_avg_cell_area_um2": 7.91,
  "io_pins": 42,
  "synth-edff-count": 27,
  "critical_path_class": "register to register",
  "vias": 7089,
  "grt_pass1_wl_mm": 39.6,
  "netlist_area_um2": 7290,
  "worst_pin_slew_ps": 885,
  "yosys_warnings": 52,
  "synth_async_sr_flop_share_pct": 0,
  "crit_path_end_kind": "register",
  "initial_utilization_pct": 30.8,
  "viasPerCell": 5.71,
  "required_ps": 7230,
  "diodes": 0,
  "portBuffers": 37,
  "setup_ws_ps": 2610,
  "warning_count": 48,
  "yosysChipArea_um2": 7290,
  "grt_max_degree": 45,
  "gp_congestion": 0.999,
  "dp_cells": 1233,
  "first_global_vias": 6837,
  "fin_cells": 1241,
  "setup_viol": 0,
  "finalHoldViolations": 0,
  "rows": 56,
  "grt-ovfl-total": 0,
  "htree_levels": 2,
  "clkSinkCount": 49,
  "ys_cells": 922,
  "ys_seq_elements": 49,
  "fin_crit_sh_pct": 63.8,
  "flop_cell": "edfxtp_1",
  "coreArea_um2": 23700,
  "p_leak_nw": 3.16,
  "rsz0062_at_grt": "false",
  "cts_tree": "done",
  "fp.dieW_um": 158,
  "drc": 0,
  "dr.pass1.iters": 8,
  "hp-class": "register to register",
  "cts-hold-fix-buffers": 0,
  "total_power_w": 0.00118,
  "status": "finished clean",
  "synth_cell_types": 84,
  "syn_inst": 922,
  "root_buffer": "clkbuf_16",
  "grt_use_total_pct": 21.5,
  "synthDominantCellAreaShare_pct": 11.1,
  "fmax_mhz": 218,
  "syn_to_final_growth_pct": 10.6,
  "crit_fanout": 10,
  "wirelength_mm": 25.1,
  "path_clk_slew_ps": 70,
  "critPathArrivalTime_ps": 4620,
  "ir_drop_uv": 95.0,
  "finalSetupTns_ps": 0,
  "finalMaxSlewViolations": 0,
  "die_h_um": 158,
  "layout.cells.most_common": "nor2_1",
  "dp.final_hpwl_mm": 18.7,
  "skew_ps": 11.8,
  "pre_cts_ws_ps": 2750,
  "antenna_found_initial": 0,
  "drv_cap": 0,
  "ys_seq_share_pct": 17.2,
  "clock_path_buffers": 2,
  "top_area_cell": "edfxtp_1",
  "wire_per_inst_um": 20.2,
  "drive_gt1_share_pct": 7.05,
  "slew_headroom_pct": 39.5,
  "post_cts_resized": 0
}
[final cells by class]
cell class                      count  area [um^2]
Timing Repair Buffer               53          490
Fill cell                        2536        15600
Inverter                           72          270
Clock buffer                        6          150
Clock inverter                      2         35.0
Multi-Input combinational cell    740         5470
Tap cell                          319          399
Sequential cell                    49         1250
[per-layer routing]
layer	vias to the layer above	wire [um]	GRT usage, %
li1	3321	-	-
met3	74	2920	7.89
met4	0	834	6.01
met1	3293	10900	30.6
met2	401	10400	30.9
met5	-	0	0
[cell families (layout without fill, tap and decap cells)]
kind of cell	Yosys count	in the layout	share of synthesized area [%]
other	1	4	0.0514
buffers and inverters	136	133	7.96
xor gates and xnor gates	51	51	6.31
adders and majority gates	84	84	16.6
DFF	49	49	17.2
and+or+nand+nor	303	303	20.4
muxes	48	48	8.06
AOI/OAI and AO/OA	250	250	23.5
[path summary, 6_finish.rpt]
check                       from           to  slack [ps]  depth (start not counted)
setup / recovery  AU_out_tmp1[1]       RES[4]        2610                         13
hold / removal       oprd1_valid  oprd1_valid         580                          2
hold reg to reg      oprd1_valid  oprd1_valid         580                          2
setup reg to reg  AU_out_tmp1[1]       RES[4]        2610                         13
[registers in the layout, summed over array words and instances (netlist names)]
name / flops
COUT: 1
AU_out_tmp2: 8
oprd2_valid: 1
oprd2: 8
RES: 9
oprd1_valid: 1
oprd1: 8
OFLOW: 1
AU_out_tmp1: 8
CMD_tmp: 4
[worst max-delay path, stage by stage (launching register included)]
cell       delay, ps
edfxtp_1         540
and2_1           210
ha_1             210
fa_1             480
ha_1             290
inv_1             50
fa_1             510
fa_1             600
a21oi_1           70
o21ai_0          190
o211ai_1         110
a2111oi_0        710
o211ai_1         190
o2bb2ai_1        170
[metrics by stage]
stage | hold WS (ps) | util [%] | instance area (um^2)
floorplan | 477 | - | 7300
global placement | 542 | 33.3 | 7880
detailed placement | 545 | 33.3 | 7880
CTS | 565 | 34.1 | 8070
global route | 626 | 34.1 | 8070
finish | 576 | 34.1 | 8070
[cell usage after synthesis (17+ instances only)]
cell type  count
a21oi_1       49
o21ai_0       49
xnor2_1       40
and2_1        18
inv_1         69
o22ai_1       17
nand2_1       77
nor2_1        98
nand3_1       20
clkbuf_1      22
edfxtp_1      27
mux2i_1       34
ha_1          63
buf_2         23
nor3_1        19
dfxtp_1       22
fa_1          21
[report_power, final]
part           internal, W  leakage [nW]  switching (W)  total, W
clock network     0.000185        0.0920       0.000111  0.000296
registers         0.000315         0.441      0.0000248  0.000340
logic             0.000222          2.63       0.000320  0.000542
No activity file was given, so power comes from the tool's default toggle rates.
